### flow/config.mk
export PLATFORM = sky130hd
export DESIGN_NAME = ram
export DESIGN_NICKNAME = ram
export VERILOG_FILES = /design/flow/design.v
export SDC_FILE = /design/flow/constraint.sdc
export NUM_CORES = 4
export LEC_CHECK = 1
export CORE_AREA = 10 10 216 216
export DIE_AREA = 0 0 226 226
### flow/constraint.sdc
current_design ram

set clk_period 5.7
set clk_io_pct 0.2

create_clock -name clk0 -period $clk_period [get_ports {clk}]

set non_clock_inputs [all_inputs -no_clocks]
set_input_delay [expr $clk_period * $clk_io_pct] -clock clk0 $non_clock_inputs
set_output_delay [expr $clk_period * $clk_io_pct] -clock clk0 [all_outputs]
### flow/design.v
module ram (
    input clk,
    input rst,
    input req,
    input [31:0] address,
    output reg [511:0] data_out,
    output reg ready
);
    localparam DELAY_CYCLES = 100;
    reg [7:0] delay_counter;
    reg busy;
    function [511:0] generate_random_data(input [31:0] seed);
        integer k;
        begin
            for (k = 0; k < 512; k = k + 1) begin
                generate_random_data[k] = seed[(k % 32)] ^ (k & 1);
            end
        end
    endfunction
    always @(posedge clk or posedge rst) begin
        if (rst) begin
            ready <= 0;
            delay_counter <= DELAY_CYCLES;
            busy <= 0;
        end else begin
            if (req && !busy) begin
                busy <= 1;
                delay_counter <= DELAY_CYCLES;
                ready <= 0;
            end else if (busy) begin
                if (delay_counter > 0) begin
                    delay_counter <= delay_counter - 1;
                end else begin
                    data_out <= generate_random_data(address);  
                    ready <= 1;
                    busy <= 0;
                end
            end else begin
                ready <= 0;
            end
        end
    end
endmodule
### flow/run.sh
#!/bin/bash
# OpenROAD 26Q1-2900-gdf79404cd8, Yosys 0.63+post, stock flow scripts
make -C /OpenROAD-flow-scripts/flow DESIGN_CONFIG=/design/flow/config.mk WORK_HOME=/design/flow/orfs finish
==> notes.md <==
The implementation run finished. Fraction of registers with async set or reset after synthesis landed at a little under a quarter. Max-slew check failures listed in the final report amount to 0. Die extent in y landed at approximately 230 µm. The most critical setup path has its endpoint at data_out[374]. Worst relative slew slack landed at approximately half.

Post-route clock period utilization landed at between 50% and 60%. Share of Yosys cell area claimed by the top area cell type landed at 69.7%. The final route contains about 3200 vias.

Floorplan-stage core utilization landed at about 12%. Residual overflow from global routing landed at 0. For this run, the detailed router's first-pass iteration total came to 4. The routed design shows a wire length per standard cell of around 15 µm. Initial detailed-routing violation count landed at about 130. Accumulated negative setup slack landed at 0 ns. Setup repair after global routing left no endpoint under its margin. The synthesized instance count is about 580.

Actual slew at the worst max-slew pin landed at between 0.7 and 0.8 ns. Dividing the synthesized area by the synthesized cell count gives 8.87 µm². Count of input and output buffers landed at between 500 and 600.

STA puts the critical path data arrival time at 1.79 ns. Per the timing report, the most critical flop-to-flop path originates at delay_counter[0]$_DFFE_PP0P_. Counting distinct cell types in the post-synthesis netlist gives 33. Total power after layout landed at between 1 and 1.5 mW. The synthesis stat section lists a flop and latch total of 42. Total length of routed wires landed at approximately 18000 µm.

For this design, the slowest cell found on the critical path is edfxtp_1. Clock latency on the worst-skew pair, taken at its later pin, is roughly 0.32 ns. The filler cells instantiated in the layout total between 4000 and 5000. Detailed placement reports a standard cell area of between 0.007 and 0.008 mm². STA lists the endpoint of the worst register-to-register path as data_out[481]$_DFFE_PP_.

Highest fanout seen on the critical path landed at 16. The cell sequence reported for the critical path is clkdlybuf4s50_1. Register-to-register path setup slack landed at about 3.4 ns. Maximum number of pins on one net before global-route repair landed at 33. First-pass GRT wire length landed at between 20000 and 25000 µm. Area of the core region landed at 0.0419 mm². Hold-critical path depth landed at 2.

Proportion of layout cells with a drive suffix above 1 landed at 2.73%. In this run, synthesis inferred 32 flip-flops with an integrated enable. Number of standard-cell rows in the floorplan landed at roughly 75.

Count of cells resized by post-cts repair landed at 0. The run finished with clean final reports. After layout, the setup clock skew is reported as 0.0135 ns. The report puts the hold buffer count at CTS at 0. Hold-check failures listed in the final report amount to 0. The path class of the tightest hold or removal check is flop to flop.

The routed design could run at a clock period as short as 2.93 ns. Leakage dissipation landed at 2.84 nW. Sequential area share after synthesis landed at 23.4%. Number of setup violations in the final report landed at 0. Path depth of the worst reg2reg path landed at 6. Post-synth area from yosys stat landed at just over 0.005 mm². Width of the die landed at between 200 and 250 µm. H-tree level count landed at 2. The routed design shows a via density per instance of between 2 and 3.

The worst setup path is launched from a flop. The run reported a max-capacitance violation count of 0. The synthesis stats list as the most numerous cell buf_4. For reference, the critical path is launched at data_out[502]$_DFFE_PP_. Weighted congestion reported at the end of routability-driven placement landed at a little over 0.7.

Warnings reported by Yosys during synthesis add up to 1. The initial antenna violation count was 0. The number of global-route vias before repair came to 3208. TritonCTS built the clock tree. The report lists the power per cell area as 139 mW/mm². Tally of non-filler cells in the final layout landed at approximately 1200. Once detailed placement completed, the half-perimeter wirelength came to between 15000 and 20000 µm. Looking at the worst setup and hold paths, the clock pins of their registers show a slew of around 0.080 ns. The analysis reports a worst IR drop on VDD of just under 0.1 mV. The stage logs contain a warning count of 25. The commonest cells after synthesis are buf_4, edfxtp_1, inv_1, dfrtp_1. The synthesized netlist was found by Yosys to have approximately 600 cells.

Data required time at the worst endpoint landed at around 4.6 ns. Number of cells after detailed placement landed at between 1000 and 1500. The synthesis report names the predominant flop master as edfxtp_1. Per the synthesis report, the dominant area consumer among library cells is buf_4. Area occupied by multi-input gates landed at between 200 and 300 µm². The synthesis report lists the most area-consuming cells as buf_4, edfxtp_1, dfrtp_1, dfstp_2, inv_1. Number of setup buffers added after CTS landed at 0. For this run, the script counts the antenna cells in the layout as 0. In this build the clock could be raised as far as between 0.3 and 0.4 GHz. Number of buffers inserted during clock tree synthesis landed at 5. Synthesis-to-finish area growth landed at 52.2%.

The worst setup path is of the flop to output port kind. The number of buffers and inverters on the critical path is 1. Before any placement, the netlist area is recorded as roughly 0.0052 mm².

Area of all placed cells without fillers landed at around 0.008 mm². Longest individual stage delay on the worst path landed at ~0.84 ns. For this design the top-level I/O count stands at 548. Across the whole layout, storage elements account for about 0.0012 mm². Area of the die landed at between 0.05 and 0.06 mm². Cell count along the critical path landed at 1. In the global route stage, overall resource usage came out at 6.07%.

The worst setup path is captured at an output port. Remaining number of nets flagged by the antenna check after routing landed at 0. CTS reports a maximum clock tree buffer depth of 2. Number of DRC violations after detailed routing landed at 0. The tree is rooted in a clkbuf_16. Number of clock sinks landed at 42. On the critical path the largest part of the delay comes from flip-flops.
flip-flops by register name, indices dropped and copies added (netlist names):
name           flops
data_out          32
delay_counter      8
busy               1
ready              1
kinds of logic (layout without fill, tap and decap cells):
group | Yosys count | count (layout) | share of synthesized area [%]
muxes | 1 | 1 | 0.193
AOI/OAI and AO/OA | 13 | 13 | 1.88
adders and majority gates | 1 | 1 | 0.241
and+or+nand+nor | 25 | 25 | 3.02
DFF | 42 | 42 | 23.4
buffers and inverters | 502 | 578 | 71.2
worst min-delay path by stage:
stage	end	start
after CTS	ready$_DFFE_PP0P_	ready$_DFFE_PP0P_
after global routing	ready$_DFFE_PP0P_	ready$_DFFE_PP0P_
final	ready$_DFFE_PP0P_	ready$_DFFE_PP0P_
cell type report:
| type | count | area share (%) |
|---|---|---|
| multi-input cells | 40 | 3.57 |
| well taps | 539 | 8.55 |
| inverters | 20 | 0.951 |
| clock buffers | 5 | 1.59 |
| repair buffers | 550 | 69.7 |
| clock inverters | 3 | 0.270 |
| flip-flops and latches | 42 | 15.4 |
power breakdown:
part / switching, mW / internal, mW / total [mW]
registers: 0.0640 / 0.381 / 0.445
logic: 0.0971 / 0.220 / 0.317
clock network: 0.167 / 0.166 / 0.333
stage by stage:
stage,setup WS (ns),hold WS (ns),util (%)
global placement,3.05,0.493,18.5
finish,2.77,0.513,18.8
global route,2.64,0.552,18.8
CTS,2.65,0.524,18.8
floorplan,1.86,0.438,-
detailed placement,3.05,0.501,18.5
per-layer routing:
| metal | global-route usage, % | vias up | share of wire [%] |
|---|---|---|---|
| met5 | 0 | - | 0 |
| met4 | 0.675 | 0 | 1.1 |
| met3 | 2.96 | 8 | 15 |
| met2 | 10.9 | 257 | 50 |
| met1 | 6.43 | 1466 | 33 |
| li1 | - | 1483 | - |
cell usage in the layout, fill, tap and decap left out, types with 3 or more instances in the layout:
cell type and n:
nor2_1 4, dfrtp_1 7, nand3_1 4, inv_1 20
nand2_1 3, clkdlybuf4s50_1 547, edfxtp_1 32, clkbuf_16 5
dfstp_2 3, buf_4 3
No activity file was given, so power comes from the tool's default toggle rates.
